==> design/flow/design.v <==
module Data_Mem(
	input			clk,
	input			Write_Data_M,
	input		[31:0]	ALU_result_M,
	input		[31:0]	mem_write_M,
	output	reg	[31:0]	mem_read_M
);
reg [31:0] memory [0:15];
always @(posedge clk) begin
	if(Write_Data_M)
		memory[ALU_result_M]	<= mem_write_M;
	else if(!Write_Data_M)
		mem_read_M	<= memory[ALU_result_M];
	else
		mem_read_M <= 31'dx;
end
endmodule
==> design/flow/run.sh <==
#!/bin/bash
# OpenROAD 26Q1-2900-gdf79404cd8, Yosys 0.63+post, stock flow scripts
make -C /OpenROAD-flow-scripts/flow DESIGN_CONFIG=/design/flow/config.mk WORK_HOME=/design/flow/orfs finish
==> design/flow/config.mk <==
export PLATFORM = sky130hd
export DESIGN_NAME = Data_Mem
export DESIGN_NICKNAME = Data_Mem
export VERILOG_FILES = /design/flow/design.v
export SDC_FILE = /design/flow/constraint.sdc
export NUM_CORES = 4
export LEC_CHECK = 1
export CORE_UTILIZATION = 40
==> design/flow/constraint.sdc <==
current_design Data_Mem

set clk_period 7.8
set clk_io_pct 0.2

create_clock -name clk0 -period $clk_period [get_ports {clk}]

set non_clock_inputs [all_inputs -no_clocks]
set_input_delay [expr $clk_period * $clk_io_pct] -clock clk0 $non_clock_inputs
set_output_delay [expr $clk_period * $clk_io_pct] -clock clk0 [all_outputs]
==> impl_metrics.csv <==
group,metric,value,unit
outcome,status,"completed",
floorplanning,io_pins,98,
yosys,syn_area,20200,µm²
floorplanning,fp-utilization,0.409,
global_route,grt_util_all_layers,0.186,
cts,cts_setup_buffers,0,
cts,clkTransAtPathRegs,0.06,ns
floorplanning,die_area,51400,µm²
yosys,ys_ff,544,
timing,slew_headroom,0.448,
timing,setup_ws,3.85,ns
global_route,grt_pass1_wl,61600,µm
timing,grt_setup_unrepaired,"no",
cts,cts_made_buffers,54,
flow_run,maxCapViolations,0,
timing,setup_viol,0,
cts,root_buffer,"clkbuf_16",
route,first_iter_violations,475,
worst_setup_path,crit_arrival,4.25,ns
timing,slew_viol_final,0,
yosys,yosysChipArea,20200,µm²
hold_path,holdPathStages,3,
worst_setup_path,reg2reg_from,"memory[11][24]$_DFFE_PP_",
timing,min_period,3.95,ns
cts,cts-resized-gates,0,
timing,final_hold_viol_count,0,
cts,tritoncts,"done",
place,portBuffers,69,
route,first_pass_iters,5,
timing,tightest_slew,0.826,ns
global_route,overflow,0,
global_route,antenna_found_initial,3,
finish,area_delta_synth_final,16.3,%
route,wl_per_cell,24.9,µm
worst_setup_path,critPathMaxFanout,42,
cts,cts_max_path_buffers,3,
cts,cts.sink_count,544,
worst_setup_path,cp-start-kind,"input pin",
hold_path,hold_path_end,"mem_read_M[13]$_DFFE_PN_",
route,vias,8968,
timing,timing.fmax,0.253,GHz
place,gp_congestion,0.755,
yosys,syn_inst,841,
hold_path,hold_path_class,"reg2reg",
timing,finalClockPeriodUsage,0.506,
worst_setup_path,r2r-end,"mem_read_M[24]$_DFFE_PN_",
finish,layout_top_cell,"edfxtp_1",
floorplanning,chipHeight,227,µm
worst_setup_path,critPathCaptureType,"flop",
route,wl,41100,µm
global_route,grt_max_degree,47,
global_route,grt_pass1_vias,9965,
worst_setup_path,setup.worst_path.class,"in2reg",
cts,htree_levels,2,
worst_setup_path,rrSetupSlack,6.28,ns
yosys,synth.distinct_cells,17,
route,ant_nets,0,
yosys,synth_warnings,1,
yosys,ys_seq_share,0.809,
cts,holdBufCountCts,0,
pwr,power.leakage,0.00731,µW
hold_path,hold_start,"memory[14][13]$_DFFE_PP_",
finish,drive_above_1_share,0.253,
cts,clk_latency,0.59,ns
flow_run,warning_count,53,
route,drc_errors,0,
timing,fin_skew,0.0171,ns
finish,lay_top_cells,"edfxtp_1 (544), mux4_2 (128), clkdlybuf4s50_1 (67)",
pwr,irDropWorstVdd,0.155,mV
yosys,avgSynthCellArea,24.0,µm²
floorplanning,core_area,49400,µm²
worst_setup_path,cp_data_required_time,8.11,ns
worst_setup_path,worstRegToRegCells,3,
place,hpwlAfterDp,21300,µm
pwr,cellPowerDensity,257,nW/µm²
timing,finalSetupTns,0,ns
floorplanning,row_count,81,
floorplanning,die_width,227,µm
yosys,ys_cells,841,
route,vias_per_cell,5.43,
place,place_ws,3.10,ns
==> logic make-up after synthesis <==
group / synth area share
simple gates: 0.0124
mux: 0.143
flops: 0.809
buf+inv: 0.0117
compound gates: 0.0238
==> sequential cells by signal, indices dropped and copies added (netlist names) <==
register and cells:
memory 512, mem_read_M 32
==> area by class of cell <==
type | instances | area (µm²)
Antenna cell | 2 | 5.00
Clock buffer | 64 | 1410
Clock inverter | 28 | 229
Fill cell | 3975 | 25900
Inverter | 1 | 3.75
Multi-Input combinational cell | 251 | 3750
Sequential cell | 544 | 16300
Tap cell | 664 | 831
Timing Repair Buffer | 98 | 913
==> worst max-delay path: stages <==
cell and delay [ns]:
clkbuf_8 0.42, buf_4 0.60, buf_4 0.64, mux4_2 0.59, a22oi_1 0.22, nand2_1 0.17
==> layer usage <==
metal  track usage  up-vias  share of wire
li1              -     3829              -
met4        0.0316        2          0.020
met1         0.238     4470           0.34
met3         0.142       67           0.16
met2         0.270      600           0.48
met5             0        -        0.00027
==> metrics by stage <==
stage          total power (µW)  hold WS (ns)  cells  cell area (µm²)  utilization
3_5_place_dp               3670         0.743   1558            21800        0.442
5_1_grt                    6240         0.787   1651            23500        0.476
3_3_place_gp               3670         0.733   1558            21800        0.442
2_1_floorplan              3520         0.710    841            20200            -
4_1_cts                    6110         0.753   1650            23500        0.476
6_report                   6040         0.746   1652            23500        0.476
==> worst max-delay path by stage <==
stage | startpoint | endpoint | slack, ns | cells past startpoint
6_report | ALU_result_M[0] | mem_read_M[24]$_DFFE_PN_ | 3.85 | 6
5_1_grt | ALU_result_M[0] | mem_read_M[24]$_DFFE_PN_ | 3.51 | 6
4_1_cts | ALU_result_M[0] | mem_read_M[24]$_DFFE_PN_ | 3.76 | 6
==> where the power goes <==
group / leakage (µW) / switching [µW] / internal (µW)
Combinational: 0.00156 / 162 / 133
Sequential: 0.00494 / 14.4 / 3290
Clock: 0.000803 / 1030 / 1410
Total: 0.00731 / 1200 / 4830
==> cells in the mapped netlist <==
cell      count  area share
a22oi_1      64       0.024
clkbuf_1     27      0.0050
buf_6         6      0.0033
nor2_1       13      0.0024
nor2b_1       2     0.00062
edfxtp_1    544        0.81
or3_1         1     0.00031
and2_1        1     0.00031
inv_1         1     0.00019
nand2_1      33      0.0061
nor3_1        4     0.00099
mux4_2      128        0.14
buf_2        11      0.0027
nand2b_1      2     0.00062
buf_4         1     0.00037
nand3b_1      2     0.00074
nand3_1       1     0.00025
Power and IR drop assume default switching activity.
