**/design/flow/run.sh**
```bash
#!/bin/bash
# OpenROAD 26Q1-2900-gdf79404cd8, Yosys 0.63+post, stock flow scripts
make -C /OpenROAD-flow-scripts/flow DESIGN_CONFIG=/design/flow/config.mk WORK_HOME=/design/flow/orfs finish
```
**/design/flow/config.mk**
```make
export PLATFORM = sky130hd
export DESIGN_NAME = ID_EX
export DESIGN_NICKNAME = ID_EX
export VERILOG_FILES = /design/flow/design.v
export SDC_FILE = /design/flow/constraint.sdc
export NUM_CORES = 4
export LEC_CHECK = 1
export CORE_AREA = 10 10 180 180
export DIE_AREA = 0 0 190 190
```
**/design/flow/constraint.sdc**
```tcl
current_design ID_EX

set clk_period 1.0
set clk_io_pct 0.2

create_clock -name clk0 -period $clk_period [get_ports {clk}]

set non_clock_inputs [all_inputs -no_clocks]
set_input_delay [expr $clk_period * $clk_io_pct] -clock clk0 $non_clock_inputs
set_output_delay [expr $clk_period * $clk_io_pct] -clock clk0 [all_outputs]
```
**/design/flow/design.v**
```verilog
module ID_EX(
	input			clk,
	input			Jump_D,
	input			Branch_D,
	input			RegW_enable_D,
	input			ALU_src_D,
	input		[3:0]	ALU_control_D,
	input			Mem_Write_D,
	input			Result_src_D,
	input		[31:0]	rd1,
	input		[31:0]	rd2,
	input		[4:0]	Radd_D,
	input		[31:0]	extend_out_D,
	input		[31:0]	PC_D,
	output	reg		Jump_E,
	output	reg		Branch_E,
	output	reg		RegW_enable_E,
	output	reg		ALU_src_E,
	output	reg	[3:0]	ALU_control_E,
	output	reg		Mem_Write_E,
	output	reg		Result_src_E,
	output	reg	[31:0]	rd1_E,
	output	reg	[31:0]	rd2_E,
	output	reg	[4:0]	Radd_E,
	output	reg	[31:0]	PC_E,
	output	reg	[31:0]	extend_out_E
);
always @(posedge clk) begin
	Jump_E		<= Jump_D;
	Branch_E	<= Branch_D;
	RegW_enable_E	<= RegW_enable_D;
	ALU_src_E	<= ALU_src_D;
	ALU_control_E	<= ALU_control_D;
	Mem_Write_E	<= Mem_Write_D;
	Result_src_E	<= Result_src_D;
	rd1_E		<= rd1;
	rd2_E		<= rd2;
	Radd_E		<= Radd_D;
	PC_E		<= PC_D;
	extend_out_E	<= extend_out_D;
end
endmodule
```
==> flow_metrics.tcl <==
# yosys + openroad results
set metrics [dict create \
    relSlewSlack 0.878 \
    syn_inst 143 \
    rsz0062_at_grt "true" \
    timing.fmax_mhz 957 \
    grt_overflow 0 \
    cp_top_family "flip-flops" \
    whs_path_depth 1 \
    h-tree-depth 4 \
    combPwrFrac 0.060 \
    finalMaxSlewViolations 0 \
    power.switching_mw 2.61 \
    place_hpwl_um 9370 \
    power.share.switching 0.190 \
    p_leak_nw 2.65 \
    hold_viol_final 0 \
    log.warning_count 27 \
    wl_per_cell_um 13.5 \
    grt_pass1_vias 2368 \
    gp_congestion 0.761 \
    setup_ws_ns -0.0449 \
    end_kind "output port" \
    clock_path_buffers 2 \
    grt_pass1_wl_um 15900 \
    core_util_floorplan 0.100 \
    setup_viol 128 \
    netlist_area_um2 2860 \
    fp.coreArea_um2 28600 \
    cts.sinks 143 \
    cts_buffers 17 \
    tns_ns -1.69 \
    n_antenna_cell 0 \
    grt_use_total 0.0597 \
    chip_area_um2 36100 \
    ios 287 \
    drive_above_1_share 0.437 \
    cts_tree "built" \
    power_density_nw_per_um2 2210 \
    area_growth_pct 117 \
    violations "setup timing" \
    drt-total-wl_um 11400 \
    clock_power_share 0.497 \
    arrival_ns 0.84 \
    whs_ns 0.216 \
    yosysWarningCount 1 \
    dieHeight_um 190 \
    slowest_delay_ns 0.32 \
    ant_nets 0 \
    synth.avg_cell_area_um2 20.0 \
    crit_type "reg2out" \
    layout.cells.non_filler 844 \
    path_max_fanout 1 \
    hp-start "extend_out_D[29]" \
    status "finished with violations" \
    crit_chain "buf_2" \
    holdPathEnd "extend_out_E[29]" \
    cp_slowest_cell "dfxtp_2" \
    synth_stat.cells 143 \
    p_int_mw 11.1 \
    drt-initial-drc-count 18 \
    num_rows 62 \
    synth_seq_share 1.00 \
    worst-path-buf-inv 1 \
    nMultiInputCombCells 0 \
    ys.flops 143 \
    ys_chip_area_um2 2860 \
    logic_area_um2 0 \
    cp-start-kind "flop" \
    clock-root-buffer "clkbuf_16" \
    grt_max_degree 17 \
    power_frac_seq 0.443 \
    n_fill_cell 3067 \
    worst_pin_slew_ns 0.183 \
    hold_buffers 0 \
    antenna_found_initial 0 \
    clkSlewWorstSetupHoldPaths_ns 0.06 \
    max_cap_violations 0 \
    via_per_inst 2.58 \
    dp_cells 813 \
    vias 2178 \
    dieWidth_um 190 \
    drt_drc_violations_left 0 \
    synth_cell_types 1 \
    min_path_type "in2reg" \
    period_needed_ns 1.04 \
    place.port_buffers 286 \
    fin_crit_sh 1.04 \
    ir_drop_mv 0.798 \
    postCtsSetupBuffers 0 \
    drt_pass1_iterations 4 \
    crit_required_ns 0.80 \
]
through the flow:
| stage | instance area (µm²) | setup WS [ns] | util | total power [mW] |
|---|---|---|---|---|
| after floorplan | 2860 | 0.538 | - | 6.12 |
| after global placement | 6210 | -0.0841 | 0.217 | 7.33 |
| after detailed placement | 6210 | -0.0864 | 0.217 | 7.33 |
| after CTS | 6160 | -0.0959 | 0.215 | 14.1 |
| after global routing | 6210 | -0.106 | 0.217 | 14.4 |
| final | 6210 | -0.0449 | 0.217 | 13.7 |
cells in the final DEF (no fill, tap or decap):
cell and instances:
bufinv_16 4, clkdlybuf4s50_1 143, clkbuf_1 1, buf_6 7, dfxtp_2 28, clkinv_2 1
clkbuf_8 4, clkinv_4 1, clkinvlp_4 3, buf_2 136, clkbuf_16 17, dfxtp_1 115
power by group through the flow:
stage         Sequential (mW)  Clock, mW  Combinational [mW]
finish                   6.08       6.83               0.828
global route             6.11       7.38               0.909
CTS                      6.08       7.13               0.850
synthesized netlist by cell type, drive strengths merged:
cell / count / area (µm²)
dfxtp: 143 / 2860
kinds of logic after synthesis:
group	count (synthesis)	synth area share
flip-flops	143	1.00
state kept, by name, summed over array words and instances (netlist names), 4 cells and up:
register	flops
ALU_control_E	4
PC_E	32
Radd_E	5
extend_out_E	32
rd1_E	32
rd2_E	32
how the worst max path moves through the flow:
stage | slack [ns] | end | from | cells after the start
final | -0.04 | rd2_E[13] | rd2_E[13] | 1
after global routing | -0.11 | rd2_E[13] | rd2_E[13] | 1
after CTS | -0.1 | PC_E[12] | PC_E[12] | 1
repair_timing:
action,4_1_cts,5_1_grt
gates resized,473,19
endpoints found under the setup margin,143,143
pin swaps,0,0
final cells by class:
class / instances / area [µm²] / share of cell area
clock buffers: 22 / 484 / 0.0780
repair buffers: 286 / 2190 / 0.353
clock inverters: 9 / 156 / 0.0252
flip-flops and latches: 143 / 2900 / 0.467
well taps: 384 / 480 / 0.0774
layer usage:
metal / vias up / track usage / wire length [µm]
li1: 1054 / - / -
met1: 947 / 0.0645 / 4140
met2: 170 / 0.0949 / 5360
met3: 7 / 0.0424 / 1740
met4: 0 / 0.0101 / 181
met5: - / 0 / 0
No activity file was given, so power comes from the tool's default toggle rates.
